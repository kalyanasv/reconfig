## /design/flow/run.sh

```bash
#!/bin/bash
# OpenROAD 26Q1-2900-gdf79404cd8, Yosys 0.63+post, stock flow scripts
make -C /OpenROAD-flow-scripts/flow DESIGN_CONFIG=/design/flow/config.mk WORK_HOME=/design/flow/orfs finish
```

## /design/flow/config.mk

```make
export PLATFORM = sky130hd
export DESIGN_NAME = pkt_proc_param
export DESIGN_NICKNAME = pkt_proc_param
export VERILOG_FILES = /design/flow/design.v
export SDC_FILE = /design/flow/constraint.sdc
export NUM_CORES = 4
export LEC_CHECK = 1
export CORE_UTILIZATION = 40
```

## /design/flow/constraint.sdc

```tcl
current_design pkt_proc_param

set clk_period 3.1
set clk_io_pct 0.2

create_clock -name clk0 -period $clk_period [get_ports {clk}]

set non_clock_inputs [all_inputs -no_clocks]
set_input_delay [expr $clk_period * $clk_io_pct] -clock clk0 $non_clock_inputs
set_output_delay [expr $clk_period * $clk_io_pct] -clock clk0 [all_outputs]
```

## /design/flow/design.v

```verilog
module pkt_ctl_proc
  #(PARITY = 1, FLAGS = 12, ADDR = 20)
   (
    input 			  clk, rst,
    input logic [ADDR-1:0] 	  pkt_addr,
    input logic [FLAGS-1:0] 	  pkt_flags,
    input logic                   pkt_parity,
    output logic [PARITY+FLAGS+ADDR-1:0] pkt_ctl_data);
   always_ff @(posedge clk) begin
      if (rst)
	pkt_ctl_data <= 0;
      else 
	pkt_ctl_data <= {pkt_parity,pkt_flags, pkt_addr};
   end
endmodule
module pkt_payload_parse
  # (PARITY = 1, FLAGS = 12, ADDR = 20, PAYLOAD = 32)
   (
    input 			 clk,rst,
    input logic [PARITY+FLAGS+ADDR-1:0] pkt_ctl_data,
    input logic [PAYLOAD-1:0] 	 pkt_payload_in,
    output logic [PAYLOAD-1:0] 	 pkt_payload_out);
 always_ff @(posedge clk) begin
   if (rst)
     pkt_payload_out <= '0;
   else begin
     if (|pkt_ctl_data) 
       pkt_payload_out <= pkt_payload_in;
     else
       pkt_payload_out <= '0;
   end    
  end   
endmodule
module pkt_proc_param
  #(SIZE = 64, PARITY = 1, FLAGS = 11, ADDR = 20, PAYLOAD = 32)
  (  
    input logic 	       clk,rst,         
    input logic  [SIZE-1:0]    pkt_data_in,     
    output logic [PAYLOAD-1:0] pkt_payload_out);   
   logic [PAYLOAD-1:0] pkt_payload_in;
   logic [FLAGS-1:0]   pkt_flags;   
   logic [PARITY-1:0]  pkt_parity;   
   logic [ADDR-1:0]    pkt_addr;   
   logic [PARITY+FLAGS+ADDR-1:0] pkt_ctl_data;
   always_ff @(posedge clk)  pkt_payload_in <= pkt_data_in[PAYLOAD-1:0];
   always_ff @(posedge clk)  pkt_addr <= pkt_data_in[PAYLOAD+ADDR-1:PAYLOAD];
   always_ff @(posedge clk)  pkt_flags <= pkt_data_in[PAYLOAD+ADDR+FLAGS-1:PAYLOAD+ADDR];
   always_ff @(posedge clk)  pkt_parity <= pkt_data_in[PAYLOAD+ADDR+FLAGS+PARITY-1:PAYLOAD+ADDR+FLAGS];
   pkt_payload_parse   
    #(.PARITY(PARITY),.FLAGS(FLAGS),.ADDR(ADDR),.PAYLOAD(PAYLOAD))
   parse_payload (.*);
   pkt_ctl_proc
     #(.PARITY(PARITY),.FLAGS(FLAGS),.ADDR(ADDR))
   parse_ctl (.*);  
endmodule
```

==> flow_summary.ini <==
; synthesis and place-and-route metrics
[logic_synthesis]
ys_area_um2 = 3326
synthTopCellsByCount = dfxtp_1, nand2b_1, nor2b_1
syn_inst = 249
synth_cell_type_count = 10
synth_area_leader_cell = dfxtp_1
synthAdderAreaFrac_pct = 0
area_leaders = dfxtp_1, nand2b_1, nor2b_1, a21oi_1, buf_6
edf_count = 0
synth.top_cell.area_share_pct = 77.05
most_common_cell = dfxtp_1
top_logic_kind = simple AND/OR/NAND/NOR gates
ys.flops = 128
syn_area_um2 = 3326
yosys.area_share.aoi_pct = 5.493
yosys.area_share.xor_xnor_pct = 0
ys_seq_share_pct = 77.05
synthSimpleGateAreaFrac_pct = 14.07
synth_top_flop_cell = dfxtp_1
ys_warn_count = 3
yosysCellCount = 249
async_flop_share_pct = 0
syn_area_per_cell_um2 = 13.36
mux_share_pct = 0

[worst_setup_path]
path_cells = clkdlybuf4s50_1
crit_fanout = 1
ff2ff_setup_slack_ns = 1.59
critPathRequiredTime_ns = 2.48
cp-startpoint = parse_payload.pkt_payload_out[2]$_SDFF_PP0_
reg2reg_depth = 4
crit_type = reg -> out
cp.buffers_inverters = 1
endpoint = pkt_payload_out[2]
cp.depth = 1
r2r-end = parse_payload.pkt_payload_out[27]$_SDFF_PP0_
crit_arrival_ns = 1.28
startpoint_type = flop
slowest_stage = clkdlybuf4s50_1
critPathMaxStageDelay_ns = 0.49
r2r_start = parse_ctl.pkt_ctl_data[31]$_SDFF_PP0_
crit_family = buffers and inverters
critPathCaptureType = primary output

[clock_network]
cts_resized = 0
insertion_delay_ns = 0.49
clkTransAtPathRegs_ns = 0.05
h-tree-depth = 4
postCtsHoldBufs = 0
cts_buffers = 17
cts_buffer_depth = 2
clock_sinks = 128
postCtsSetupBuffers = 0
tritoncts = done
clk_root_buffer_cell = clkbuf_8

[global_route]
groute.usage.overall_pct = 12.27
grt_overflow = 0
grt_max_degree = 38
grt_pass1_vias = 1723
antenna_found_initial = 0
grt_first_pass_wirelength_um = 7921

[final_timing]
setup_slack_ns = 1.197
period_minus_slack_ns = 1.903
hold_violations = 0
slew_violations = 0
worst_pin_slew_ns = 0.4394
timing.final.crit_share_pct = 61.39
rsz0062_at_grt = false
slew_headroom_pct = 70.71
finalSetupViolations = 0
fin_skew_ns = 0.004883
tns_ns = 0
fmax_mhz = 525.4
holdWs_ns = 0.4217

[placement]
port_buffers = 97
routabilityCongestion = 0.6942
dpl_worst_slack_ns = 1.346
numPlacedInstances = 436

[run]
maxCapViolCount = 0
warnings = 25

[floorplan]
rows = 32
fp_util_pct = 42.16
die_height_um = 93.18
pin_count = 98
coreArea_um2 = 7888
fp.dieW_um = 93.18
die-area_um2 = 8683

[drt]
wl_per_cell_um = 10.89
n_antenna_cell = 0
wl_um = 5098
drc = 0
dr.pass1.iters = 3
vias_per_cell = 4.068
drtAntennaViolNets = 0
drt_iter0_drc = 43
vias = 1904

[status]
status = finished, final reports clean

[power]
ir_drop_v = 0.0005012
p_leak_nw = 1.981
power_mw = 3.896
powerDensity_nw_per_um2 = 789.1

[finish]
drive_above_1_share_pct = 11.48
area_growth_pct = 48.46
final_cells = 468

[min_path]
hp-class = reg -> reg
[kinds of logic (layout without fill, tap and decap cells)]
group,count (synthesis),after routing
flip-flops,128,128
buffers and inverters,15,132
AND/OR/NAND/NOR,74,74
AND-OR/OR-AND,32,32
[cell type report]
class	count	area [um2]
well taps	102	127.6
repair buffers	100	988.4
clock inverters	15	193.9
flip-flops and latches	128	2562
fillers	613	2950
multi-input cells	106	650.6
clock buffers	17	414.1
[worst min-delay path by stage]
| stage | startpoint | end | slack, ns | depth (start not counted) |
|---|---|---|---|---|
| finish | pkt_payload_in[5]$_DFF_P_ | parse_payload.pkt_payload_out[5]$_SDFF_PP0_ | 0.42 | 2 |
| global route | pkt_payload_in[5]$_DFF_P_ | parse_payload.pkt_payload_out[5]$_SDFF_PP0_ | 0.44 | 2 |
| CTS | pkt_payload_in[23]$_DFF_P_ | parse_payload.pkt_payload_out[23]$_SDFF_PP0_ | 0.43 | 2 |
[cell usage in the layout, fill, tap and decap left out, types with 4 or more instances in the layout]
cell             netlist  final
bufinv_16              0      4
a21oi_2                6      6
dfxtp_1              128    128
clkbuf_16              0     16
clkinv_2               0      5
clkdlybuf4s50_1        0     96
a21oi_1               26     26
nor2b_1               32     32
nor4_1                 8      8
nand2b_1              32     32
[stage by stage]
stage	area, um2	utilization [%]
after floorplan	3326	-
after global placement	4329	54.89
after detailed placement	4329	54.89
after CTS	4937	62.60
after global routing	4937	62.60
final	4937	62.60
[flip-flops by register name (all words and copies together) (netlist names)]
register,count
parse_payload.pkt_payload_out,32
pkt_payload_in,32
pkt_addr,20
pkt_flags,11
pkt_parity,1
parse_ctl.pkt_ctl_data,32
[power by group]
part	internal (mW)	switching [mW]	total [mW]
logic	0.135	0.0429	0.178
clock network	1.30	0.664	1.96
registers	1.74	0.0202	1.76
[routing by layer]
metal  GRT usage [%]  part of all wire [%]  vias to the layer above
li1                -                     -                     1009
met1           17.85                    47                      821
met2           18.44                    45                       72
met3           4.467                   6.9                        2
met4           2.436                  0.73                        0
met5               0                     0                        -
